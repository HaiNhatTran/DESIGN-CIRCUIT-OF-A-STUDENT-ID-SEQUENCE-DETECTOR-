`/design/flow/design.v`:
```
`timescale 1ns / 1ps
module sequence_detector_mealy_20161311(
     input logic clk, 
    input logic rst_n,
    input logic [3:0] in_num,
    output logic detected
    );
    typedef enum logic [3:0] {
        S0,      
        S1,      
        S2,      
        S3,      
        S4,      
        S5,      
        S6,      
        S7,      
        S8       
     } state_t;  
    state_t current_state, next_state;
    always_ff @(posedge clk or negedge rst_n) begin
        if (!rst_n)
            current_state <= S0;   
        else
            current_state <= next_state;   
    end
    always_comb begin
        next_state = current_state;
        detected = 0;
        case (current_state)
            S0: begin
                if (in_num == 4'd2) next_state = S1;
                else next_state = S0;   
            end
            S1: begin
                if (in_num == 4'd0) next_state = S2;
                else if (in_num == 4'd2) next_state = S1;
                else next_state = S0;   
            end
            S2: begin
                if (in_num == 4'd1) next_state = S3;
                else if (in_num == 4'd2) next_state = S1;
                else next_state = S0;   
            end
            S3: begin
                if (in_num == 4'd6) next_state = S4;
                else if (in_num == 4'd2) next_state = S1;
                else next_state = S0;   
            end
            S4: begin
                if (in_num == 4'd1) next_state = S5;
                else if (in_num == 4'd2) next_state = S1;
                else next_state = S0;   
            end
            S5: begin
                if (in_num == 4'd3) next_state = S6;
                else if (in_num == 4'd2) next_state = S1;
                else next_state = S0;   
            end
            S6: begin
                if (in_num == 4'd1) next_state = S7;
                else if (in_num == 4'd2) next_state = S1;
                else next_state = S0;   
            end
            S7: begin
                if (in_num == 4'd1) next_state = S8;
                else if (in_num == 4'd2) next_state = S1;
                else next_state = S0;   
            end
            S8: begin
                detected = 1;   
                next_state = S0;   
            end
        endcase
    end
endmodule
```
`/design/flow/run.sh`:
```
#!/bin/bash
# OpenROAD 26Q1-2900-gdf79404cd8, Yosys 0.63+post, stock flow scripts
make -C /OpenROAD-flow-scripts/flow DESIGN_CONFIG=/design/flow/config.mk WORK_HOME=/design/flow/orfs finish
```
`/design/flow/config.mk`:
```
export PLATFORM = sky130hd
export DESIGN_NAME = sequence_detector_mealy_20161311
export DESIGN_NICKNAME = sequence_detector_mealy_20161311
export VERILOG_FILES = /design/flow/design.v
export SDC_FILE = /design/flow/constraint.sdc
export NUM_CORES = 4
export LEC_CHECK = 1
export CORE_AREA = 10 10 70 70
export DIE_AREA = 0 0 80 80
```
`/design/flow/constraint.sdc`:
```
current_design sequence_detector_mealy_20161311

set clk_period 1.7
set clk_io_pct 0.2

create_clock -name clk0 -period $clk_period [get_ports {clk}]

set non_clock_inputs [all_inputs -no_clocks]
set_input_delay [expr $clk_period * $clk_io_pct] -clock clk0 $non_clock_inputs
set_output_delay [expr $clk_period * $clk_io_pct] -clock clk0 [all_outputs]
```
==> flow_metrics.env <==
# physical design summary
export IMPL_reg2reg_from="current_state[2]"
export IMPL_port_buffer_count=6
export IMPL_fmax_mhz=625
export IMPL_synth_seq_share_pct=58.8
export IMPL_synth_area_um2=385
export IMPL_dpl_hpwl_um=639
export IMPL_p_sw_mw=0.0968
export IMPL_antenna_found_initial=0
export IMPL_fp_row_count=21
export IMPL_r2r_end="current_state[0]"
export IMPL_clkSlewWorstSetupHoldPaths_ns=0.06
export IMPL_clock_latency_ns=0.26
export IMPL_cts_tree="built"
export IMPL_yosys_stat_area_um2=385
export IMPL_ys_flops=9
export IMPL_grt_max_degree=10
export IMPL_cts_setup_buffers=0
export IMPL_synth_cell_types=20
export IMPL_timing_hold_ws_ns=0.365
export IMPL_yosys_area_top_type="dfrtp_1"
export IMPL_grt_use_total_pct=2.54
export IMPL_seq_area_um2=226
export IMPL_io_pins=7
export IMPL_drtAntennaViolNets=0
export IMPL_crit_path_start="in_num[2]"
export IMPL_fin_skew_ns=0.0105
export IMPL_comb_area_um2=161
export IMPL_r2r_cells=4
export IMPL_drt_iter0_drc=19
export IMPL_swShare_pct=21.8
export IMPL_final_cells=92
export IMPL_crit_chain="dlygate4sd2_1, nor4b_2, nor2_1, or4_1, a221o_1"
export IMPL_period_needed_ns=1.60
export IMPL_pre_cts_ws_ns=-0.400
export IMPL_cts_buffers=3
export IMPL_p_seq_share_pct=52.4
export IMPL_warnings=25
export IMPL_dp_cells=88
export IMPL_tightest_slew_ns=0.391
export IMPL_critPathCaptureType="flop"
export IMPL_wire_per_inst_um=8.51
export IMPL_slowest_stage="or4_1"
export IMPL_powerDensity_mw_per_mm2=792
export IMPL_largest_reg_flops=9
export IMPL_ys_top_cells_by_count="8 x dfrtp_1, 3 x and2_2, 2 x and2_1, 2 x nor2_1, 2 x nor4_1"
export IMPL_synth_most_common_cell="dfrtp_1"
export IMPL_setup_ws_ns=0.101
export IMPL_post_dp_cell_area_um2=533
export IMPL_grt_pass1_wl_mm=1.26
export IMPL_crit_end="current_state[0]"
export IMPL_max_stage_delay_ns=0.40
export IMPL_drc=0
export IMPL_synth_edff_count=0
export IMPL_avgSynthCellArea_um2=12.0
export IMPL_ys_warn_count=1
export IMPL_ys_cells=32
export IMPL_grt_pass1_vias=290
export IMPL_avgViaCountPerCell=3.08
export IMPL_hold_violations=0
export IMPL_fill_cells=388
export IMPL_gp_congestion=0.806
export IMPL_hp_class="input port to asynchronous set/reset pin"
export IMPL_setup_viol=0
export IMPL_overflow=0
export IMPL_required_ns=1.89
export IMPL_critPathMaxFanout=4
export IMPL_leakage_nw=0.245
export IMPL_top_register="current_state"
export IMPL_cp_data_arrival_time_ns=1.79
export IMPL_initial_core_util_pct=11.3
export IMPL_synth_top_area_share_pct=51.9
export IMPL_die_y_um=80
export IMPL_finalClockPeriodUsage_pct=94.1
export IMPL_chip_area_mm2=0.00640
export IMPL_worst_r2r_setup_slack_ns=0.11
export IMPL_reg_top3="current_state (9)"
export IMPL_ir_drop_mv=0.329
export IMPL_criticalPathCategory="input port to flop"
export IMPL_postLayoutCellArea_um2=561
export IMPL_status="finished, final reports clean"
export IMPL_rsz0062_at_grt="false"
export IMPL_startpoint_type="input port"
export IMPL_n_antenna_cell=0
export IMPL_root_buffer="clkbuf_4"
export IMPL_die_width_um=80
export IMPL_vias=283
export IMPL_cap_violations=0
export IMPL_cts_sinks=9
export IMPL_flop_cell="dfrtp_1"
export IMPL_combinationalPowerShare_pct=11.1
export IMPL_first_pass_iters=2
export IMPL_coreArea_mm2=0.00342
export IMPL_maxSlewViolCount=0
export IMPL_synthCells=32
export IMPL_area_growth_pct=45.5
export IMPL_p_int_mw=0.347
export IMPL_maxSlewHeadroom_pct=73.8
export IMPL_synth_async_sr_flop_share_pct=100
export IMPL_final_layout_size_suffix_gt1_share_pct=28.3
export IMPL_cts_htree_levels=1
export IMPL_clkPwrFrac_pct=36.6
export IMPL_postRouteWirelength_um=783
export IMPL_clock_path_buffers=2
export IMPL_area_leaders="dfrtp_1 52%, dfstp_2 6.8%, and2_2 5.8%"
## repair_timing
action	4_1_cts	5_1_grt
hold endpoints to repair	0	0
gates cloned	0	0
hold buffers	0	0
endpoints found under the setup margin	1	1
pin swaps	2	0
resized	4	1
## worst max-delay path: cells and delay by family
kind	cells	cell delay (ns)
simple gates	3	0.83
compound gates	1	0.35
buf+inv	1	0.27
## final cells by class
type | count | area share, %
well taps | 46 | 10.3
clock buffers | 4 | 4.69
repair buffers | 10 | 15.2
flip-flops and latches | 9 | 40.4
multi-input cells | 22 | 28.8
inverters | 1 | 0.670
## power groups by stage
stage	registers, mW	logic (mW)	clock network [mW]
6_report	0.233	0.0491	0.162
4_1_cts	0.232	0.0498	0.166
5_1_grt	0.233	0.0542	0.185
## metrics by stage
stage	TNS, ns	power (mW)	util, %
after floorplan	0	0.259	-
after global placement	-0.387	0.288	15.6
after detailed placement	-0.400	0.289	15.6
after CTS	0	0.448	16.2
after global routing	0	0.472	16.4
final	0	0.444	16.4
## how the worst min path moves through the flow
stage / cells past startpoint / slack, ns / startpoint / end
CTS: 1 / 0.38 / rst_n / current_state[2]
finish: 1 / 0.36 / rst_n / current_state[6]
global route: 1 / 0.38 / rst_n / current_state[6]
## layout by cell type, fill, tap and decap left out
master	count
nand3b_1	1
clkbuf_4	3
and2_1	2
dfstp_2	1
and4bb_1	1
nor4b_2	1
clkbuf_1	1
clkdlybuf4s50_1	2
or4_1	1
or3_1	1
nor4_1	1
nand2_1	1
and2_2	3
dlygate4sd2_1	4
or2_1	1
nor2_1	2
nor4b_1	1
nor3_1	1
inv_1	1
nor4_2	1
dfrtp_1	8
a21oi_1	1
buf_4	4
a221o_1	1
a31oi_1	1
nor2b_1	1
## logic make-up after synthesis
| family | share of synthesized area, % |
|---|---|
| flip-flops | 58.8 |
| AND-OR/OR-AND | 5.52 |
| buffers and inverters | 0.973 |
| AND/OR/NAND/NOR | 34.7 |
## per-layer routing
layer  vias to the layer above  GRT usage, %  part of all wire, %
li1                        145             -                    -
met1                       131          2.71                   43
met2                         5          4.01                   48
met3                         2          2.05                  8.2
met4                         0         0.176                 0.51
met5                         -             0                    0
Power and IR drop assume default switching activity.
